**flow/run.sh**
```bash
#!/bin/bash
# OpenROAD 26Q1-2900-gdf79404cd8, Yosys 0.63+post, stock flow scripts
make -C /OpenROAD-flow-scripts/flow DESIGN_CONFIG=/design/flow/config.mk WORK_HOME=/design/flow/orfs finish
```
**flow/config.mk**
```make
export PLATFORM = sky130hd
export DESIGN_NAME = reg_alu
export DESIGN_NICKNAME = reg_alu
export VERILOG_FILES = /design/flow/design.v
export SDC_FILE = /design/flow/constraint.sdc
export NUM_CORES = 4
export LEC_CHECK = 1
export CORE_UTILIZATION = 40
```
**flow/constraint.sdc**
```tcl
current_design reg_alu

set clk_period 12.7
set clk_io_pct 0.2

create_clock -name clk0 -period $clk_period [get_ports {clk}]

set non_clock_inputs [all_inputs -no_clocks]
set_input_delay [expr $clk_period * $clk_io_pct] -clock clk0 $non_clock_inputs
set_output_delay [expr $clk_period * $clk_io_pct] -clock clk0 [all_outputs]
```
**flow/design.v**
```verilog
module alu(input wire [1:0] op,input wire [15:0]i0,i1,output wire [15:0] o,output wire cout);
	wire [14:0] c;
	alu_slice _i0(op,i0[0],i1[0],op[0],o[0],c[0]);
	alu_slice _i1(op,i0[1],i1[1],c[0],o[1],c[1]);
	alu_slice _i2(op,i0[2],i1[2],c[1],o[2],c[2]);
	alu_slice _i3(op,i0[3],i1[3],c[2],o[3],c[3]);
	alu_slice _i4(op,i0[4],i1[4],c[3],o[4],c[4]);
	alu_slice _i5(op,i0[5],i1[5],c[4],o[5],c[5]);	
	alu_slice _i6(op,i0[6],i1[6],c[5],o[6],c[6]);
	alu_slice _i7(op,i0[7],i1[7],c[6],o[7],c[7]);	
	alu_slice _i8(op,i0[8],i1[8],c[7],o[8],c[8]);
	alu_slice _i9(op,i0[9],i1[9],c[8],o[9],c[9]);	
	alu_slice _i10(op,i0[10],i1[10],c[9],o[10],c[10]);
	alu_slice _i11(op,i0[11],i1[11],c[10],o[11],c[11]);
	alu_slice _i12(op,i0[12],i1[12],c[11],o[12],c[12]);
	alu_slice _i13(op,i0[13],i1[13],c[12],o[13],c[13]);
	alu_slice _i14(op,i0[14],i1[14],c[13],o[14],c[14]);
	alu_slice _i15(op,i0[15],i1[15],c[14],o[15],cout);
endmodule
module fa(input wire i0,i1,cin,output wire sum,cout);
	wire t0,t1,t2;
	xor _i0(sum,i0,i1,cin);
	and _i1(t0,i0,i1);
	and _i2(t1,i1,cin);
	and _t3(t2,cin,i0);
	or _i4(cout,t0,t1,t2);
endmodule 
module addsub(input wire addsub,i0,i1,cin,output wire sumdiff,cout);
	wire t;
	xor _i1(t,i1,addsub);
	fa _i0(i0,t,cin,sumdiff,cout);
endmodule
module alu_slice(input wire[1:0] op,input wire i0,i1,cin,output wire o,cout);
	wire t_sumdiff,t_and,t_or,t_andor;
	addsub _i0(op[0],i0,i1,cin,t_sumdiff,cout);
	and _i1(t_and,i0,i1);
	or _i2(t_or,i0,i1);
	mux2 _i3(t_and,t_or,op[0],t_andor);
	mux2 _i4(t_sumdiff,t_andor,op[1],o);
endmodule
module mux2(D0, D1, S, Y);
output Y;
input D0, D1, S;
wire T1, T2, Sbar;
and (T1, D1, S), (T2, D0, Sbar);
not (Sbar, S);
or (Y, T1, T2);
endmodule
module invert (input wire i, output wire o);
   assign o = !i;
endmodule
module and2 (input wire i0, i1, output wire o);
  assign o = i0 & i1;
endmodule
module or2 (input wire i0, i1, output wire o);
  assign o = i0 | i1;
endmodule
module xor2 (input wire i0, i1, output wire o);
  assign o = i0 ^ i1;
endmodule
module nand2 (input wire i0, i1, output wire o);
   wire t;
   and2 and2_0 (i0, i1, t);
   invert invert_0 (t, o);
endmodule
module nor2 (input wire i0, i1, output wire o);
   wire t;
   or2 or2_0 (i0, i1, t);
   invert invert_0 (t, o);
endmodule
module xnor2 (input wire i0, i1, output wire o);
   wire t;
   xor2 xor2_0 (i0, i1, t);
   invert invert_0 (t, o);
endmodule
module and3 (input wire i0, i1, i2, output wire o);
   wire t;
   and2 and2_0 (i0, i1, t);
   and2 and2_1 (i2, t, o);
endmodule
module or3 (input wire i0, i1, i2, output wire o);
   wire t;
   or2 or2_0 (i0, i1, t);
   or2 or2_1 (i2, t, o);
endmodule
module nor3 (input wire i0, i1, i2, output wire o);
   wire t;
   or2 or2_0 (i0, i1, t);
   nor2 nor2_0 (i2, t, o);
endmodule
module nand3 (input wire i0, i1, i2, output wire o);
   wire t;
   and2 and2_0 (i0, i1, t);
   nand2 nand2_1 (i2, t, o);
endmodule
module xor3 (input wire i0, i1, i2, output wire o);
   wire t;
   xor2 xor2_0 (i0, i1, t);
   xor2 xor2_1 (i2, t, o);
endmodule
module xnor3 (input wire i0, i1, i2, output wire o);
   wire t;
   xor2 xor2_0 (i0, i1, t);
   xnor2 xnor2_0 (i2, t, o);
endmodule
module mux4 (input wire [0:3] i, input wire j1, j0, output wire o);
  wire  t0, t1;
  mux2 mux2_0 (i[0], i[1], j1, t0);
  mux2 mux2_1 (i[2], i[3], j1, t1);
  mux2 mux2_2 (t0, t1, j0, o);
endmodule
module mux8 (input wire [0:7] i, input wire j2, j1, j0, output wire o);
  wire  t0, t1;
  mux4 mux4_0 (i[0:3], j2, j1, t0);
  mux4 mux4_1 (i[4:7], j2, j1, t1);
  mux2 mux2_0 (t0, t1, j0, o);
endmodule
module demux2 (input wire i, j, output wire o0, o1);
  assign o0 = (j==0)?i:1'b0;
  assign o1 = (j==1)?i:1'b0;
endmodule
module demux4 (input wire i, j1, j0, output wire [0:3] o);
  wire  t0, t1;
  demux2 demux2_0 (i, j1, t0, t1);
  demux2 demux2_1 (t0, j0, o[0], o[1]);
  demux2 demux2_2 (t1, j0, o[2], o[3]);
endmodule
module demux8 (input wire i, j2, j1, j0, output wire [0:7] o);
  wire  t0, t1;
  demux2 demux2_0 (i, j2, t0, t1);
  demux4 demux4_0 (t0, j1, j0, o[0:3]);
  demux4 demux4_1 (t1, j1, j0, o[4:7]);
endmodule
module df (input wire clk, in, output wire out);
  reg df_out;
  always@(posedge clk) df_out <= in;
  assign out = df_out;
endmodule
module dfr (input wire clk, reset, in, output wire out);
  wire reset_, df_in;
  invert invert_0 (reset, reset_);
  and2 and2_0 (in, reset_, df_in);
  df df_0 (clk, df_in, out);
endmodule
module dfrl (input wire clk, reset, load, in, output wire out);
  wire _in;
  mux2 mux2_0(out, in, load, _in);
  dfr dfr_1(clk, reset, _in, out);
endmodule
module reg16(input wire clk,reset,load,input wire [15:0]din,output wire [15:0]r);
	dfrl d0(clk,reset,load,din[0],r[0]);
	dfrl d1(clk,reset,load,din[1],r[1]);
	dfrl d2(clk,reset,load,din[2],r[2]);
	dfrl d3(clk,reset,load,din[3],r[3]);
	dfrl d4(clk,reset,load,din[4],r[4]);
	dfrl d5(clk,reset,load,din[5],r[5]);
	dfrl d6(clk,reset,load,din[6],r[6]);
	dfrl d7(clk,reset,load,din[7],r[7]);
	dfrl d8(clk,reset,load,din[8],r[8]);
	dfrl d9(clk,reset,load,din[9],r[9]);
	dfrl d10(clk,reset,load,din[10],r[10]);
	dfrl d11(clk,reset,load,din[11],r[11]);
	dfrl d12(clk,reset,load,din[12],r[12]);
	dfrl d13(clk,reset,load,din[13],r[13]);
	dfrl d14(clk,reset,load,din[14],r[14]);
	dfrl d15(clk,reset,load,din[15],r[15]);
endmodule
module reg_file (input wire clk, reset, wr, input wire [2:0] rd_addr_a, rd_addr_b, wr_addr, input wire [15:0] d_in, output wire [15:0] d_out_a, d_out_b);
	wire [0:7]load;
	wire [0:15]r0,r1,r2,r3,r4,r5,r6,r7;
	demux8 dmx(wr,wr_addr[2],wr_addr[1],wr_addr[0],load);
	reg16 reg0(clk,reset,load[0],d_in,r0);
	reg16 reg1(clk,reset,load[1],d_in,r1);
	reg16 reg2(clk,reset,load[2],d_in,r2);
	reg16 reg3(clk,reset,load[3],d_in,r3);
	reg16 reg4(clk,reset,load[4],d_in,r4);
	reg16 reg5(clk,reset,load[5],d_in,r5);
	reg16 reg6(clk,reset,load[6],d_in,r6);
	reg16 reg7(clk,reset,load[7],d_in,r7);
	mux128_16 mm0(r0,r1,r2,r3,r4,r5,r6,r7,rd_addr_a[0],rd_addr_a[1],rd_addr_a[2],d_out_a);
	mux128_16 mm1(r0,r1,r2,r3,r4,r5,r6,r7,rd_addr_b[0],rd_addr_b[1],rd_addr_b[2],d_out_b);
endmodule
module mux128_16(input wire [15:0]i0,i1,i2,i3,i4,i5,i6,i7,input wire s0,s1,s2,output wire [15:0]o);
	mux8 mx0({i0[0],i1[0],i2[0],i3[0],i4[0],i5[0],i6[0],i7[0]},s2,s1,s0,o[0]);
	mux8 mx1({i0[1],i1[1],i2[1],i3[1],i4[1],i5[1],i6[1],i7[1]},s2,s1,s0,o[1]);
	mux8 mx2({i0[2],i1[2],i2[2],i3[2],i4[2],i5[2],i6[2],i7[2]},s2,s1,s0,o[2]);
	mux8 mx3({i0[3],i1[3],i2[3],i3[3],i4[3],i5[3],i6[3],i7[3]},s2,s1,s0,o[3]);
	mux8 mx4({i0[4],i1[4],i2[4],i3[4],i4[4],i5[4],i6[4],i7[4]},s2,s1,s0,o[4]);
	mux8 mx5({i0[5],i1[5],i2[5],i3[5],i4[5],i5[5],i6[5],i7[5]},s2,s1,s0,o[5]);
	mux8 mx6({i0[6],i1[6],i2[6],i3[6],i4[6],i5[6],i6[6],i7[6]},s2,s1,s0,o[6]);
	mux8 mx7({i0[7],i1[7],i2[7],i3[7],i4[7],i5[7],i6[7],i7[7]},s2,s1,s0,o[7]);
	mux8 mx8({i0[8],i1[8],i2[8],i3[8],i4[8],i5[8],i6[8],i7[8]},s2,s1,s0,o[8]);
	mux8 mx9({i0[9],i1[9],i2[9],i3[9],i4[9],i5[9],i6[9],i7[9]},s2,s1,s0,o[9]);
	mux8 mx10({i0[10],i1[10],i2[10],i3[10],i4[10],i5[10],i6[10],i7[10]},s2,s1,s0,o[10]);
	mux8 mx11({i0[11],i1[11],i2[11],i3[11],i4[11],i5[11],i6[11],i7[11]},s2,s1,s0,o[11]);
	mux8 mx12({i0[12],i1[12],i2[12],i3[12],i4[12],i5[12],i6[12],i7[12]},s2,s1,s0,o[12]);
	mux8 mx13({i0[13],i1[13],i2[13],i3[13],i4[13],i5[13],i6[13],i7[13]},s2,s1,s0,o[13]);
	mux8 mx14({i0[14],i1[14],i2[14],i3[14],i4[14],i5[14],i6[14],i7[14]},s2,s1,s0,o[14]);
	mux8 mx15({i0[15],i1[15],i2[15],i3[15],i4[15],i5[15],i6[15],i7[15]},s2,s1,s0,o[15]);
endmodule
module mux2for16(input wire [15:0] din_regular, alu_out, input wire selector, output wire [15:0]din_final);
	mux2 m0(din_regular[0], alu_out[0], selector, din_final[0]);
	mux2 m1(din_regular[1], alu_out[1], selector, din_final[1]);
	mux2 m2(din_regular[2], alu_out[2], selector, din_final[2]);
	mux2 m3(din_regular[3], alu_out[3], selector, din_final[3]);
	mux2 m4(din_regular[4], alu_out[4], selector, din_final[4]);
	mux2 m5(din_regular[5], alu_out[5], selector, din_final[5]);
	mux2 m6(din_regular[6], alu_out[6], selector, din_final[6]);
	mux2 m7(din_regular[7], alu_out[7], selector, din_final[7]);
	mux2 m8(din_regular[8], alu_out[8], selector, din_final[8]);
	mux2 m9(din_regular[9], alu_out[9], selector, din_final[9]);
	mux2 m10(din_regular[10], alu_out[10], selector, din_final[10]);
	mux2 m11(din_regular[11], alu_out[11], selector, din_final[11]);
	mux2 m12(din_regular[12], alu_out[12], selector, din_final[12]);
	mux2 m13(din_regular[13], alu_out[13], selector, din_final[13]);
	mux2 m14(din_regular[14], alu_out[14], selector, din_final[14]);
	mux2 m15(din_regular[15], alu_out[15], selector, din_final[15]);
endmodule
module reg_alu (input wire clk, reset, sel, wr, input wire [1:0] op, input wire [2:0] rd_addr_a,
		rd_addr_b, wr_addr, input wire [15:0] d_in, output wire [15:0] d_out_a, d_out_b, output wire cout);
	wire [15:0] alu_out;
	wire [15:0] newdin;
	mux2for16 select(d_in, alu_out, sel, newdin);
	reg_file new_reg(clk, reset, wr, rd_addr_a, rd_addr_b, wr_addr, newdin, d_out_a, d_out_b);
	alu calc(op, d_out_a, d_out_b, alu_out, cout);
endmodule
```
==> results.json <==
{
  "setup_slack_ns": 0.235,
  "tns_ns": 0,
  "dpl_cell_area_um2": 8780,
  "drtIter0Drc": 450,
  "clk_latency_ns": 0.41,
  "crit_path_start_kind": "primary input",
  "stdcell_area_um2": 9490,
  "power.internal_mw": 0.843,
  "ys_seq_frac": 0.316,
  "portBuffers": 63,
  "top_cell": "nand2_1",
  "worstMarginPinSlew_ns": 0.666,
  "maxSlewHeadroom": 0.543,
  "rsz0062_at_grt": "false",
  "ys_types": 36,
  "r2r-end": "new_reg.reg4.d15.dfr_1.df_0.df_out",
  "coreArea_um2": 19700,
  "area_leaders": "dfxtp_1 (32%), nand2_1 (12%), mux4_2 (11%)",
  "gp_congestion": 0.854,
  "whs_path_depth": 2,
  "clk_path_buf_depth": 2,
  "path_max_fanout": 3,
  "drcViolationCount": 0,
  "stdcell_count": 1208,
  "powerDensity_nw_per_um2": 118,
  "antenna_found_initial": 2,
  "postRouteAntennaNets": 0,
  "yosysWarnings": 1,
  "reg2regPathDepth": 26,
  "synth.avg_cell_area_um2": 9.01,
  "fin_crit_ns": 12.46,
  "fp-row-count": 51,
  "r2r-start": "new_reg.reg7.d0.dfr_1.df_0.df_out",
  "grt_start_max_net_pins": 66,
  "viasPerCell": 5.50,
  "drive_above_1_share": 0.151,
  "maxSlewViolCount": 0,
  "combPwrFrac": 0.136,
  "wirelength_um": 23600,
  "netlist_instances": 901,
  "hold_violations": 0,
  "htreeDepth": 4,
  "edf_count": 0,
  "pre_cts_ws_ns": -0.0537,
  "p_clk_frac": 0.490,
  "tritoncts": "built",
  "seqPwrFrac": 0.374,
  "grt_first_pass_wirelength_um": 35500,
  "grt_pass1_vias": 6251,
  "p_switching_mw": 0.273,
  "arrival_ns": 9.92,
  "setup_violations": 0,
  "r2r_slack_ns": 4.92,
  "fin_crit_sh": 0.981,
  "wire_per_inst_um": 19.5,
  "post-dp-hpwl_um": 15600,
  "yosysTopAreaCellShare": 0.316,
  "nFillCells": 1838,
  "cts_buffers": 17,
  "clock_sinks": 128,
  "ys_area_um2": 8120,
  "cts_root_buf": "clkbuf_16",
  "peakVddDrop_mv": 0.0799,
  "vias": 6638,
  "die_height_um": 144,
  "track_usage": 0.241,
  "async_flop_share": 0,
  "fin_skew_ns": 0.00958,
  "ys.flops": 128,
  "cap_violations": 0,
  "power.total_mw": 1.12,
  "min_path_type": "reg -> reg",
  "synthFlopType": "dfxtp_1",
  "status": "finished, final reports clean",
  "post_cts_buffers": 0,
  "leakage_nw": 3.54,
  "fp_util": 0.413,
  "end_kind": "primary output",
  "placed_cells": 1175,
  "max_freq_mhz": 80.2,
  "ys_cells": 901,
  "sw_frac_of_total": 0.244,
  "syn2layout_area_growth_pct": 16.8,
  "die_width_um": 144,
  "path_clk_slew_ns": 0.05,
  "critical_path_class": "in -> out",
  "common_cells": "nand2_1 (253), dfxtp_1 (128), a21oi_1 (114)",
  "tool_warnings": 25,
  "hp-start": "new_reg.reg3.d11.dfr_1.df_0.df_out",
  "syn_area_um2": 8120,
  "dieArea_um2": 20900,
  "worstPathRequired_ns": 10.16,
  "io_pins": 64,
  "yosys.area.top_type": "dfxtp_1",
  "firstDrtPassIters": 5,
  "holdPathEnd": "new_reg.reg3.d11.dfr_1.df_0.df_out",
  "grt_overflow": 0
}
[per-layer routing]
metal,GRT usage,up-vias,share of wire
met2,0.350,281,0.44
met5,0,-,0.00051
li1,-,3136,-
met1,0.347,3196,0.44
met4,0.0388,2,0.014
met3,0.107,23,0.11
[repair_timing]
action                     in CTS  in global routing
setup endpoints to repair       1                  1
hold buffers                    0                  0
gates resized                   2                 10
pin swaps                       0                  1
[power by group through the flow]
stage                 logic (mW)  clock network [mW]  registers (mW)
final                      0.151               0.547           0.418
after CTS                  0.150               0.552           0.418
after global routing       0.164               0.569           0.419
[critical path, cell delays in order]
cell             delay [ns]
clkdlybuf4s50_1        0.47
mux2i_2                0.18
buf_4                  0.14
or2_1                  0.22
o21ai_1                0.12
fa_2                   0.22
inv_1                  0.05
fa_1                   0.40
fa_1                   0.41
fa_2                   0.36
fa_1                   0.39
fa_1                   0.39
fa_1                   0.38
fa_1                   0.40
fa_2                   0.42
fa_2                   0.35
fa_1                   0.40
fa_1                   0.40
fa_1                   0.39
fa_2                   0.36
fa_1                   0.39
inv_1                  0.06
clkdlybuf4s50_1        0.46
[through the flow]
step	utilization	hold slack, ns
after detailed placement	0.447	0.460
after CTS	0.481	0.465
after global placement	0.447	0.452
after global routing	0.483	0.483
after floorplan	-	0.440
final	0.483	0.466
[worst max path at each step]
stage / startpoint / end / slack (ns) / depth (start not counted)
4_1_cts: rd_addr_b[2] / cout / 0.04 / 23
5_1_grt: rd_addr_b[1] / cout / 0.04 / 23
6_report: rd_addr_b[1] / cout / 0.24 / 23
[logic make-up (layout without fill, tap and decap cells)]
group	Yosys count	after routing	synth area share
DFF	128	128	0.316
muxes	98	98	0.221
AOI/OAI and AO/OA	174	174	0.141
xor gates and xnor gates	15	15	0.0162
adders and majority gates	29	29	0.0546
other	0	1	0
and+or+nand+nor	323	323	0.157
buffers and inverters	134	175	0.0938
[layout make-up]
type,instances,area (um^2),share of cell area
Clock buffer,23,488,0.0514
Multi-Input combinational cell,639,4840,0.510
Timing Repair Buffer,105,941,0.0992
Tap cell,265,332,0.0350
Clock inverter,9,178,0.0187
Antenna cell,1,2.50,0.000264
Sequential cell,128,2560,0.270
Inverter,38,143,0.0150
[cells in the final DEF (no fill, tap or decap), drive strengths merged, types with 3 or more instances in the layout]
cell	instances
nand2	253
dfxtp	128
a21oi	114
mux4	59
clkdlybuf4s50	57
buf	46
nor2	41
mux2i	39
inv	37
o21ai	25
clkbuf	24
xnor2	15
fa	15
maj3	14
a31oi	13
a22oi	11
nor2b	8
a211oi	8
nand3	7
nand2b	5
bufinv	5
clkinvlp	3
nor3	3
