<file path="flow/run.sh">
#!/bin/bash
# OpenROAD 26Q1-2900-gdf79404cd8, Yosys 0.63+post, stock flow scripts
make -C /OpenROAD-flow-scripts/flow DESIGN_CONFIG=/design/flow/config.mk WORK_HOME=/design/flow/orfs finish
</file>
<file path="flow/design.v">
module ripplecarry(
    input [3:0]a,b,
    input cin,
    output [3:0]sum,
    output c4);
wire c1,c2,c3;       
full_adder fa0(a[0],b[0],cin,sum[0],c1);
full_adder fa1(a[1],b[1],c1,sum[1],c2);
full_adder fa2(a[2],b[2],c2,sum[2],c3);
full_adder fa3(a[3],b[3],c3,sum[3],c4);
endmodule
module full_adder(
    input a,b,cin,
    output sum,carry);
assign sum = a ^ b ^ cin;
assign carry = (a & b)|(b & cin)|(cin & a);
endmodule
</file>
<file path="flow/config.mk">
export PLATFORM = sky130hd
export DESIGN_NAME = ripplecarry
export DESIGN_NICKNAME = ripplecarry
export VERILOG_FILES = /design/flow/design.v
export SDC_FILE = /design/flow/constraint.sdc
export NUM_CORES = 4
export LEC_CHECK = 1
export CORE_AREA = 10 10 70 70
export DIE_AREA = 0 0 80 80
</file>
<file path="flow/constraint.sdc">
current_design ripplecarry

set clk_period 3.8
set clk_io_pct 0.2

create_clock -name clk0 -period $clk_period

set non_clock_inputs [all_inputs -no_clocks]
set_input_delay [expr $clk_period * $clk_io_pct] -clock clk0 $non_clock_inputs
set_output_delay [expr $clk_period * $clk_io_pct] -clock clk0 [all_outputs]
</file>
==> flow_summary_export.csv <==
group,metric,value,unit
outcome,status,"finished clean",
floorplanning,pin_count,14,
detailed_routing,diodes,0,
synth,synth.most_common_cell,"inv_1",
power,switchingPower,10.8,µW
synth,netlist_area,148,µm²
layout,area_growth,117,%
placement,gp_congestion,0.746,
final_timing,setup-violations-final,0,
synth,avgSynthCellArea,8.20,µm²
worst_setup_path,crit_required,3.04,ns
final_timing,slew_viol_final,0,
worst_setup_path,crit_type,"in2out",
final_timing,worst_slew_pin_slew,0.0977,ns
detailed_routing,drtIter0Drc,0,
detailed_routing,drc,0,
power,swShare,29.8,%
hold_path,hold_class,"in2out",
cts,cts_setup_buffers,0,
layout,clkbuf_count,0,
floorplanning,dieArea,6400,µm²
worst_setup_path,cp-endpoint,"sum[3]",
detailed_routing,totalWireLength,393,µm
layout,nFillCells,407,
detailed_routing,num_vias,116,
power,p_int,25.6,µW
placement,io_buffers,14,
floorplanning,dieHeight,80,µm
layout,final_core_utilization,9.38,%
worst_setup_path,end_kind,"output pin",
worst_setup_path,crit_fanout,1,
power,powerDensity,114,nW/µm²
final_timing,fin_ws,0.156,ns
placement,hpwl,387,µm
synth,synth_top_cell_by_area,"fa_1",
grt,grtUsageTotal,1.18,%
synth,yosys_warnings,0,
final_timing,finalCriticalPeriod,3.64,ns
power,power.share.clock,0,%
grt,grt_pass1_wl,600,µm
floorplanning,core_region_area,3420,µm²
floorplanning,rows,21,
synth,synth_seq_share,0,%
detailed_routing,wl_per_cell,5.31,µm
synth,yosys-top-cells-count,"inv_1, buf_4, fa_1",
power,ir_drop,0.0275,mV
synth,netlist.area_leader.share,54.2,%
worst_setup_path,arrival,2.88,ns
floorplanning,die_w,80,µm
final_timing,hold_viol_final,0,
worst_setup_path,start_kind,"primary input",
placement,placed_cell_area,315,µm²
grt,grt_pass1_vias,137,
synth,yosys_cells,18,
grt,antenna_found_initial,0,
layout,flops,0,
detailed_routing,drtPass1Iterations,1,
synth,synthCells,18,
layout,regArea,0,µm²
layout,drive_gt1_share,25.0,%
final_timing,rsz0062_at_grt,"false",
power,p_seq_share,0,%
final_timing,period_used_share,95.9,%
power,power.total,36.4,µW
placement,pre_cts_ws,-0.169,ns
detailed_routing,antenna_left,0,
flow_run,openroad.warnings,32,
layout,stdcell_area,320,µm²
floorplanning,initCoreUtil,4.32,%
worst_setup_path,startpoint,"cin",
synth,topCellsByArea,"fa_1, inv_1, buf_4",
power,p_comb_share,100.0,%
final_timing,max_clock_freq,274,MHz
flow_run,drv_cap,0,
grt,grt_remaining_overflow,0,
detailed_routing,drt-vias-per-instance,1.57,
grt,grt_max_degree,2,
synth,ys_area,148,µm²
synth,ys_types,3,
final_timing,max-slew-margin-rel,93.5,%
power,p_leak,0.133,nW
[cell type report]
class / instances / area, µm² / area share (%)
Multi-Input combinational cell: 4 / 87.6 / 27.3
Inverter: 10 / 37.5 / 11.7
Tap cell: 46 / 57.6 / 18.0
Timing Repair Buffer: 14 / 138 / 43.0
[routing by layer]
metal  vias up  GRT usage (%)  wire length (µm)
li1         60              -                 -
met1        42           2.00               217
met2        14           1.04                62
met3         0          0.909               113
met4         0              0                 0
met5         -              0                 0
[what timing repair did]
item | in CTS | in global routing
setup endpoints to repair | 2 | 1
resized | 9 | 0
pin swaps | 4 | 1
cloned | 0 | 0
hold buffers | 0 | 0
[stage by stage]
| step | hold WS (ns) | setup TNS, ns | instances |
|---|---|---|---|
| 3_3_place_gp | 2.56 | -0.185 | 74 |
| 2_1_floorplan | 1.74 | 0 | 18 |
| 5_1_grt | 2.43 | 0 | 74 |
| 4_1_cts | 2.40 | 0 | 74 |
| 6_report | 2.38 | 0 | 74 |
| 3_5_place_dp | 2.56 | -0.169 | 74 |
[placed cells by master, fill, tap and decap left out]
cell type,count
clkdlybuf4s50_1,12
dlygate4sd2_1,2
inv_1,6
inv_2,4
fa_1,1
fa_2,3
[logic make-up (layout without fill, tap and decap cells)]
group	Yosys count	after routing	synth area share [%]
buffers and inverters	14	24	45.8
adder cells (fa/ha/maj)	4	4	54.2
[worst max-delay path: stages]
cell and delay (ns):
clkdlybuf4s50_1 0.47, inv_2 0.04, fa_2 0.37, inv_2 0.06
fa_2 0.20, fa_2 0.20, inv_2 0.04, fa_1 0.49
inv_1 0.03, dlygate4sd2_1 0.23
[power by group through the flow]
| stage | clock, mW | combinational, mW | sequential, mW |
|---|---|---|---|
| 5_1_grt | 0 | 0.0431 | 0 |
| 4_1_cts | 0 | 0.0380 | 0 |
| 6_report | 0 | 0.0364 | 0 |
[worst min-delay path by stage]
stage	from	cells after the start	slack [ns]	end
after global routing	b[3]	5	2.43	c4
final	b[3]	5	2.38	sum[3]
after CTS	b[3]	5	2.40	sum[3]
Power and IR drop assume default switching activity.
